==> flow/design.v <==
package definitions;
parameter ADDRSIZE = 10;
parameter DATASIZE = 8;
parameter WRITE_PERIOD = 2;  
parameter READ_PERIOD = 1;  
parameter BURST_LENGTH = 1024;  
endpackage
import definitions::*;
`timescale 1ns/100ps;
module sync_w2r 
( output logic [ADDRSIZE-1:0] rq1_wptr,
  output logic inc_o,
  input  logic [ADDRSIZE-1:0] wptr,
  input  logic inc, rclk, rrst_n);
 logic [ADDRSIZE:0]wptr_i;
  always_ff @(posedge rclk or negedge rrst_n)
    if (!rrst_n) rq1_wptr <= 0;
    else begin
	rq1_wptr <= wptr_i;
	inc_o <= 0;
    end
assign wptr_i = inc ? wptr + 1 : wptr;
endmodule
==> flow/run.sh <==
#!/bin/bash
# OpenROAD 26Q1-2900-gdf79404cd8, Yosys 0.63+post, stock flow scripts
make -C /OpenROAD-flow-scripts/flow DESIGN_CONFIG=/design/flow/config.mk WORK_HOME=/design/flow/orfs finish
==> flow/config.mk <==
export PLATFORM = sky130hd
export DESIGN_NAME = sync_w2r
export DESIGN_NICKNAME = sync_w2r
export VERILOG_FILES = /design/flow/design.v
export SDC_FILE = /design/flow/constraint.sdc
export NUM_CORES = 4
export LEC_CHECK = 1
export CORE_AREA = 10 10 72 72
export DIE_AREA = 0 0 82 82
==> flow/constraint.sdc <==
current_design sync_w2r

set clk_period 1.0
set clk_io_pct 0.2

create_clock -name clk0 -period $clk_period [get_ports {rclk}]

set non_clock_inputs [all_inputs -no_clocks]
set_input_delay [expr $clk_period * $clk_io_pct] -clock clk0 $non_clock_inputs
set_output_delay [expr $clk_period * $clk_io_pct] -clock clk0 [all_outputs]
==> results_slide.txt <==
Flow Results at a Glance

Setup path
  • CP required: roughly 0.80 ns
  • Slowest cell on the critical path: sky130_fd_sc_hd__dfrtp_1
  • Worst endpoint data arrival time: 0.76 ns
  • Category of the most critical setup path: reg -> out
  • Maximum fanout along the worst path: 1
  • Critical path buffer and inverter count: 1
  • Max stage delay on crit path: between 0.3 and 0.4 ns
  • Cells along the critical path: clkdlybuf4s15_1
  • Setup crit end kind: output pin
  • Delay-heaviest family, CP: flip-flops
  • Critical path startpoint category: register

Layout
  • Register name with the most flops: rq1_wptr
  • Largest registers: rq1_wptr (10)
  • Final Core Density: 22.6%
  • Tally of non-filler cells in the final layout: 114
  • Most instantiated logic cells after routing: sky130_fd_sc_hd__clkdlybuf4s15_1 (10), sky130_fd_sc_hd__dfrtp_1 (10), sky130_fd_sc_hd__dlygate4sd2_1 (8), sky130_fd_sc_hd__buf_4 (8), sky130_fd_sc_hd__xnor2_1 (7)
  • Largest register FFs: 10
  • Layout cells sized above 1: 28.8%
  • P&R area growth vs syn: 92.8%
  • Count of fill cells added during filler insertion: roughly 400

Placed design
  • Gp weighted congestion: 0.718
  • Buffers added on ports: 22
  • Placed cell count: 110

Synthesis
  • Post-synthesis area per instance: roughly 13 um2
  • Dominant kind of combinational cell: XOR/XNOR gates
  • Adders+Majority by Area: under 10%
  • Count of instantiated cells in the yosys netlist: 33
  • Area share of xor/xnor cells in the synthesized design: 18.3%
  • Fraction of synthesized area in multiplexers: 2.61%
  • Flip-flop and latch count after synthesis: 10
  • Area fraction in compound gates after synthesis: 0%
  • Synth Cell Area: about 430 um2
  • Unique cell type count in the Yosys netlist: 14
  • YS chip area: 432 um2
  • Count of yosys warnings during synthesis: 1
  • Portion of the post-synthesis area used by sequential elements: 58.0%
  • Simple-gate share of the synthesized area: 15.7%
  • Instance tally after logic synthesis: 33

Drt
  • DRC violations left: 0
  • Via count normalized by instance count: 3.10
  • Starting DRT DRC Count: 22
  • Antenna violation net count after detailed routing: 0
  • Via count: 353
  • DRT Pass-1 Iters: 3
  • Average wire per standard cell: 9.36 um
  • Total inserted antenna cells: 0
  • Post-Route WL: 1.07 mm

Final timing
  • Endpoints failing setup: 0
  • Tcrit/Tclk final: 96.2%
  • Final Max-Slew Violation Tally: 0
  • Maximum clock frequency: around 1000 MHz
  • Post-Route Setup TNS: 0 ns
  • Setup repair after global routing missed its margin: false
  • Final Hold Violation Tally: 0
  • Final worst path period need: slightly below 1 ns
  • Worst hold slack across all endpoints: 0.266 ns

Floorplan
  • Chip Width: slightly above 80 um
  • Die Ht: 82 um
  • Number of standard-cell rows in the floorplan: 22
  • Initial Utilization: roughly an eighth
  • Area of the core region: between 3000 and 4000 um2
  • Overall die area: 6720 um2
  • Boundary Pins: 24

Global route
  • Number of global-route vias before repair: between 300 and 400
  • Antenna violations before repair: 0
  • Overflow left after global routing: 0
  • Tot GR Track Use: 2.81%
  • Global-route wire length before repair: ~1.5 mm
  • Maximum number of pins on one net before global-route repair: 11

Flow run
  • OpenROAD warning count: 25
  • Maximum Capacitance Violations: 0

Clocking
  • Sink count of the clock tree: 10
  • CTS clock-pin slew for the worst setup and hold paths: approximately 0.05 ns
  • Number of buffers inserted by post-CTS setup repair: 0
  • Hold_buf cts: 0
  • CTS buffer count: 3
  • Number of H-tree branching levels: 1
  • CTS root buffer: sky130_fd_sc_hd__clkbuf_8
  • Maximum clock path buffer count: 2
  • TritonCTS clock tree: yes

Worst hold path
  • Type of the worst min-delay path: in -> async

Pwr
  • IR Drop Worst-Case VDD: 374 uV
  • Power Dens Cells: 1300 nW/um2
  • Leakage Power: between 0.3 and 0.4 nW

Status
  • Status: finished clean
-- cells by family after synthesis --
group | after synthesis
flops | 10
simple gates | 10
xor+xnor | 9
fa+ha+maj | 1
buf+inv | 1
mux | 1
other cells | 1
-- final cells by class --
cell class	instances	area [um2]	share of cell area, %
sequential	10	250	30.1
tap	48	60.1	7.22
clock buffer	4	55.1	6.62
timing repair buffer	30	270	32.5
multi-input combinational	22	196	23.6
-- where the power goes --
| group | internal [W] | switching [W] | total [W] |
|---|---|---|---|
| registers | 0.000435 | 0.00000638 | 0.000441 |
| clock network | 0.000344 | 0.000136 | 0.000480 |
| logic | 0.000106 | 0.0000541 | 0.000160 |
| total | 0.000885 | 0.000197 | 0.00108 |
-- synthesized netlist by cell type --
master / number / area (um2)
sky130_fd_sc_hd__mux2_2: 1 / 11.3
sky130_fd_sc_hd__xor2_1: 2 / 17.5
sky130_fd_sc_hd__nand4_1: 1 / 6.26
sky130_fd_sc_hd__xnor2_1: 7 / 61.3
sky130_fd_sc_hd__buf_4: 1 / 7.51
sky130_fd_sc_hd__and4_1: 1 / 8.76
sky130_fd_sc_hd__nand2_1: 3 / 11.3
sky130_fd_sc_hd__nand3_1: 2 / 10.0
sky130_fd_sc_hd__and4_4: 1 / 11.3
sky130_fd_sc_hd__nand4_2: 1 / 12.5
sky130_fd_sc_hd__conb_1: 1 / 3.75
sky130_fd_sc_hd__and3_2: 1 / 7.51
sky130_fd_sc_hd__ha_1: 1 / 12.5
sky130_fd_sc_hd__dfrtp_1: 10 / 250
-- final timing paths --
check / from / to / slack (ns) / cells after the start
worst max-delay path: rq1_wptr[9]$_DFF_PN0_ / rq1_wptr[9] / 0.04 / 1
worst min-delay path: rrst_n / rq1_wptr[6]$_DFF_PN0_ / 0.27 / 1
max in group asynchronous: rrst_n / rq1_wptr[5]$_DFF_PN0_ / 0.45 / 1
min in group clk0: wptr[6] / rq1_wptr[6]$_DFF_PN0_ / 0.39 / 3
-- routing by layer --
metal,part of all wire [%],track usage (%),wire length (um)
met5,0,0,0
met4,3.1,1.19,33
met3,9.6,0.551,102
met2,59,5.88,627
met1,28,2.46,304
-- stage by stage --
stage	setup slack (ns)	power [W]	instance area (um2)
2_1_floorplan	0.126	0.000475	432
3_3_place_gp	-0.433	0.000627	764
3_5_place_dp	-0.455	0.000629	764
4_1_cts	0.0210	0.00110	832
5_1_grt	0.00150	0.00114	832
6_report	0.0384	0.00108	832
-- repair_timing --
item,CTS,global route
setup endpoints to repair,18,0
endpoints found under the hold margin,0,0
resized,34,0
Power is estimated from default activity; no workload was simulated.
